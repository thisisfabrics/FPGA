**flow/run.sh**
```bash
#!/bin/bash
# OpenROAD 26Q1-2900-gdf79404cd8, Yosys 0.63+post, stock flow scripts
make -C /OpenROAD-flow-scripts/flow DESIGN_CONFIG=/design/flow/config.mk WORK_HOME=/design/flow/orfs finish
```
**flow/config.mk**
```make
export PLATFORM = sky130hd
export DESIGN_NAME = electron_beam_positioner
export DESIGN_NICKNAME = electron_beam_positioner
export VERILOG_FILES = /design/flow/design.v
export SDC_FILE = /design/flow/constraint.sdc
export NUM_CORES = 4
export LEC_CHECK = 1
export CORE_UTILIZATION = 30
```
**flow/constraint.sdc**
```tcl
current_design electron_beam_positioner

set clk_period 2.0
set clk_io_pct 0.2

create_clock -name clk0 -period $clk_period [get_ports {clock}]

set non_clock_inputs [all_inputs -no_clocks]
set_input_delay [expr $clk_period * $clk_io_pct] -clock clk0 $non_clock_inputs
set_output_delay [expr $clk_period * $clk_io_pct] -clock clk0 [all_outputs]
```
**flow/design.v**
```verilog
module electron_beam_positioner(
	input clock,
	input reset,
	output logic [1:0][10:0] instantaneous_beam_position,
	output logic beam2left_signal,
	output logic beam2top_signal
);
logic is_ray_enabled;
logic illustration;
always_ff @ (posedge clock or posedge reset) begin
	if (reset) begin 
		instantaneous_beam_position[0] <= '0;
		instantaneous_beam_position[1] <= '0;
		beam2left_signal <= 1'b0;
		beam2top_signal <= 1'b0;
		is_ray_enabled <= 1'b0;
	end else begin
		if (instantaneous_beam_position[0] == 0) begin
			beam2left_signal <= 1;
			instantaneous_beam_position[0] <= instantaneous_beam_position[0] + 1; 
			instantaneous_beam_position[1] <= instantaneous_beam_position[1] + 1;
		end else 
			instantaneous_beam_position[0] <= instantaneous_beam_position[0] + 1; 
		if (instantaneous_beam_position[1] >= 28 && instantaneous_beam_position[1] <= 795)
			if (instantaneous_beam_position[0] == 159)   
				is_ray_enabled <= 1;
			else if (instantaneous_beam_position[0] == 1183)   
				is_ray_enabled <= 0;
		if (instantaneous_beam_position[0] == 1207)   
			beam2left_signal <= 0;
		else if (instantaneous_beam_position[0] == 1343)   
			instantaneous_beam_position[0] <= '0;
		if (instantaneous_beam_position[1] == 0)
			beam2top_signal <= 1;
		if (instantaneous_beam_position[1] == 28)   
			illustration <= 0;
		else if (instantaneous_beam_position[1] == 796)   
			illustration <= 1;
		else if (instantaneous_beam_position[1] == 799)   
			beam2top_signal <= 0;
		else if (instantaneous_beam_position[1] == 805)   
			instantaneous_beam_position[1] <= '0;
	end
end
endmodule
```
==> results.cfg <==
; generated from flow reports
[status]
status = complete, no violations

[final_timing]
setup_clock_skew_after_layout_ns = 0.00131
setup_total_negative_slack_ns = 0
timing.final.max_slew_violations = 0
final-setup-viol-count = 0
max_slew_margin = 0.742
period_minus_slack_ns = 1.79
tightest_slew_ns = 0.383
hold_viol = 0
post-route-period-util = 0.897
max_freq_mhz = 557
rsz_0062_raised_after_global_routing = no

[cts]
post_cts_hold_buffer_count = 0
clk_latency_ns = 0.26
cts_made_buffers = 3
postCtsResizedCells = 0
clk_pin_slew_ns = 0.08
ctsRootBufferMaster = clkbuf_8
maximum_root_to_sink_buffer_count = 2
cts_sinks = 24
tritoncts = done
cts_setup_buffers = 0
cts_max_level = 1

[synthesis]
postSynth.asyncResetShare = 1.00
ys.warnings.count = 1
common_cells = dfrtp_1 (24), nor2_1 (15), inv_1 (10)
yosys.stat.chipArea_um2 = 1310
cells_taking_the_most_area_after_synthesis = dfrtp_1 (46%), xnor2_1 (5.4%), ha_1 (4.8%)
mappedNetlistArea_um2 = 1310
ys.flops = 24
area_share_of_the_largest_cell_type_after_synthesis = 0.459
yosysUniqueCellTypes = 38
synthesis.instances = 124
synth.yosys.num_cells = 124
synth_area_per_cell_um2 = 10.5
flop_cell = dfrtp_1
post-synth-top-count-cell = dfrtp_1
enable_flop_cells = 0
synth.largest_area_cell = dfrtp_1
yosys.stat.seqShare = 0.459

[floorplanning]
fp-utilization = 0.320
core.rowCount = 23
die_height_um = 68.0
ios = 26
die_area_um2 = 4630
coreArea_um2 = 4090
die_width_um = 68.0

[job]
timing.max_cap.violations = 0
tool_warnings = 28

[global_routing]
grt_max_degree = 25
overall_track_demand_over_capacity_in_global_routing = 0.129
first_global_vias = 974
number_of_antenna_violations_at_the_first_check_in_global_routing = 0
grt_overflow = 0
global_route_wire_length_before_repair_mm = 4.46

[pwr]
internal_cell_power_w = 0.000663
peakVddDrop_v = 0.000363
power_switching_share = 0.194
clock_power_share = 0.396
totalPowerFinal_w = 0.000823
power.leakage_nw = 0.711
switching_power_w = 0.000160
seq_power_share = 0.589
power.combinational.fraction = 0.015
power_density_nw_per_um2 = 487

[detailed_routing]
detail_route.drc_violations = 0
wirelength_mm = 2.56
first_iter_violations = 68
n_antenna_cell = 0
vias_per_cell = 4.84
dr_total_vias = 992
wire_per_inst_um = 12.5
postRouteAntennaNets = 0
total_iterations_of_the_first_detailed_routing_run = 4

[critical_path]
cp-start-kind = register
critical_path_required_ns = 2.16
crit_fanout = 6
timing.setup.critical_path_class = reg -> reg
arrival_ns = 1.95
crit_path_end_kind = register

[layout]
final_cell_count_no_fill = 205
fillerInstances = 391
layout_cell_share_with_drive_strength_beyond_1 = 0.103
layout-area-overhead-vs-synth_pct = 29.3

[placed_design]
placed_cells = 201
io_buffer_count = 25
routabilityCongestion = 0.887
hpwlAfterDp_mm = 1.88

[min_path]
hold_path.class = in -> async
through the flow:
| stage | hold WS (ns) | utilization | setup slack [ns] | cell area (um^2) |
|---|---|---|---|---|
| 3_3_place_gp | 0.503 | 0.400 | 0.268 | 1640 |
| 3_5_place_dp | 0.488 | 0.400 | 0.217 | 1640 |
| 4_1_cts | 0.490 | 0.414 | 0.199 | 1690 |
| 5_1_grt | 0.508 | 0.414 | 0.0316 | 1690 |
| 6_report | 0.475 | 0.414 | 0.206 | 1690 |
| 2_1_floorplan | 0.415 | - | 0.367 | 1310 |
critical path, cell delays in order (launching register included):
cell      delay [ns]
dfrtp_1         0.44
inv_1           0.08
ha_1            0.14
nor4b_4         0.22
and3_1          0.32
buf_4           0.19
a311oi_1        0.09
a41o_1          0.21
state kept, by name, summed over array words and instances (netlist names):
name                         cells
beam2left_signal                 1
beam2top_signal                  1
instantaneous_beam_position     22
power by group through the flow:
stage,sequential (W),clock (W),combinational (W)
CTS,0.000485,0.000339,0.0000138
global route,0.000485,0.000360,0.0000150
finish,0.000485,0.000326,0.0000124
path summary, 6_finish.rpt:
path	start	end	slack, ns	cells after the start
min in group clk0	instantaneous_beam_position[15]	instantaneous_beam_position[15]	0.52	1
max in group asynchronous	reset	instantaneous_beam_position[9]	1.30	3
max reg2reg	instantaneous_beam_position[0]	instantaneous_beam_position[19]	0.21	7
min	reset	instantaneous_beam_position[16]	0.47	3
min reg2reg	instantaneous_beam_position[15]	instantaneous_beam_position[15]	0.52	1
max	instantaneous_beam_position[0]	instantaneous_beam_position[19]	0.21	7
cells by family after synthesis:
family | after synthesis | synth area share
multiplexers | 4 | 0.0354
adder cells (fa/ha/maj) | 5 | 0.0478
AND-OR/OR-AND | 12 | 0.0603
buffers and inverters | 12 | 0.0402
AND/OR/NAND/NOR | 55 | 0.277
XOR/XNOR | 12 | 0.0804
flip-flops | 24 | 0.459
cell type report:
| class | instances | area, um^2 | share of cell area |
|---|---|---|---|
| clock buffers | 4 | 55.1 | 0.0326 |
| inverters | 10 | 37.5 | 0.0222 |
| multi-input cells | 88 | 654 | 0.387 |
| flip-flops and latches | 24 | 601 | 0.355 |
| well taps | 50 | 62.6 | 0.0370 |
| repair buffers | 29 | 280 | 0.166 |
metal layers:
metal	wire length (um)	track usage
met2	1140	0.199
met1	1270	0.195
met4	8	0.0130
met3	137	0.0270
met5	0	0
placed cells by master (no fill, tap or decap), types with 2 or more instances in the layout:
master	count
nand3_1	5
nor4_4	2
buf_4	4
mux2i_1	2
a21oi_1	2
inv_1	10
o21ai_1	3
nor3_1	3
dfrtp_1	24
clkbuf_8	4
clkdlybuf4s50_1	25
nand4_1	6
nand2b_1	3
ha_1	5
nor4_1	3
nand2_1	4
nor2_1	15
and3_1	3
xnor2_1	8
and2_1	2
xor2_1	4
No activity file was given, so power comes from the tool's default toggle rates.
