**design/flow/run.sh**
```bash
#!/bin/bash
# OpenROAD 26Q1-2900-gdf79404cd8, Yosys 0.63+post, stock flow scripts
make -C /OpenROAD-flow-scripts/flow DESIGN_CONFIG=/design/flow/config.mk WORK_HOME=/design/flow/orfs finish
```
**design/flow/config.mk**
```make
export PLATFORM = sky130hd
export DESIGN_NAME = vga_output
export DESIGN_NICKNAME = vga_output
export VERILOG_FILES = /design/flow/design.v
export SDC_FILE = /design/flow/constraint.sdc
export NUM_CORES = 4
export LEC_CHECK = 1
export CORE_AREA = 10 10 89 89
export DIE_AREA = 0 0 99 99
```
**design/flow/constraint.sdc**
```tcl
current_design vga_output

set clk_period 2.6
set clk_io_pct 0.2

create_clock -name clk0 -period $clk_period [get_ports {clock}]

set non_clock_inputs [all_inputs -no_clocks]
set_input_delay [expr $clk_period * $clk_io_pct] -clock clk0 $non_clock_inputs
set_output_delay [expr $clk_period * $clk_io_pct] -clock clk0 [all_outputs]
```
**design/flow/design.v**
```verilog
module vga_output(
	input clock,
	output logic red_subpixel_voltage,
	output logic green_subpixel_voltage,
	output logic blue_subpixel_voltage,
	output logic switch_line,
	output logic switch_frame
);
logic [10:0] width_counter = 0;
logic [9:0] height_counter = 0;
logic is_ray_enabled = 0;
logic illustration;
always_ff @ (posedge clock) begin
	if (width_counter == 0) begin
		switch_line <= 1;
		width_counter <= width_counter + 1; 
		height_counter <= height_counter + 1;
	end else 
		width_counter <= width_counter + 1; 
	if (height_counter >= 28 && height_counter <= 795)
		if (width_counter == 159)   
			is_ray_enabled <= 1;
		else if (width_counter == 1183)   
			is_ray_enabled <= 0;
	if (width_counter == 1207)   
		switch_line <= 0;
	else if (width_counter == 1343)   
		width_counter <= '0;
	if (height_counter == 0)
		switch_frame <= 1;
	if (height_counter == 28)   
		illustration <= 0;
	else if (height_counter == 796)   
		illustration <= 1;
	else if (height_counter == 799)   
		switch_frame <= 0;
	else if (height_counter == 805)   
		height_counter <= '0;
end
always_comb
	if (is_ray_enabled)
		if (width_counter < 341 + 160) begin
			red_subpixel_voltage = 0;
			green_subpixel_voltage = 0;
			blue_subpixel_voltage = 1;
		end else if (width_counter < 683 + 160 && width_counter >= 341 + 160) begin 
			red_subpixel_voltage = 1;
			green_subpixel_voltage = 1;
			blue_subpixel_voltage = 1;
		end else begin 
			red_subpixel_voltage = 1;
			green_subpixel_voltage = 0;
			blue_subpixel_voltage = 0;
		end
	else begin 
		red_subpixel_voltage = 0;
		green_subpixel_voltage = 0;
		blue_subpixel_voltage = 0;
	end
endmodule
```
==> flow_metrics.py <==
# Auto-generated metrics
metrics = {
    "floorplanning": {
        "row_count": 28,
        "ioPinCount": 6,
        "coreArea_um2": 5990,
        "die_x_um": 99,
        "die_area_um2": 9800,
        "fp_util_pct": 21.1,
        "chipHeight_um": 99,
    },
    "detailed_routing": {
        "first_pass_iters": 4,
        "diodes": 0,
        "wirelength_mm": 2.20,
        "vias_per_cell": 4.32,
        "drtIter0Drc": 39,
        "drc": 0,
        "ant_nets": 0,
        "num_vias": 955,
        "wl_per_cell_um": 9.94,
    },
    "worst_setup_path": {
        "cp.required_ns": 2.08,
        "crit_path_start_kind": "flop",
        "crit_arrival_ns": 1.86,
        "setup.worst_path.class": "reg -> out",
        "crit_fanout": 8,
        "endpoint_kind": "primary output",
        "rr_worst_depth": 4,
        "ff2ff_setup_slack_ns": 0.86,
    },
    "synthesis": {
        "yosysTopAreaCellShare_pct": 36.5,
        "edf_count": 1,
        "synth.cellmix.simpleShare_pct": 27.9,
        "ys_warn_count": 1,
        "adder_share_pct": 4.96,
        "netlist-cell-type-count": 38,
        "top_logic_kind": "simple AND/OR/NAND/NOR gates",
        "ys.flop_type": "dfxtp_1",
        "ys_async_sr_fraction_pct": 0,
        "synthCells": 146,
        "area_leaders": "dfxtp_1 (36%), nor2_1 (6.2%), ha_1 (5.0%)",
        "syn_area_per_cell_um2": 8.65,
        "compound_area_share_pct": 12.0,
        "yosysTopAreaCell": "dfxtp_1",
        "numSynthFlops": 24,
        "yosysSeqAreaShare_pct": 38.9,
        "synth_chip_area_um2": 1260,
        "synth_area_um2": 1260,
        "mux_share_pct": 1.59,
        "ys_cells": 146,
        "xor_area_share_pct": 9.02,
    },
    "sta": {
        "clock.fmax_mhz": 420,
        "tightest_slew_ns": 0.331,
        "rsz0062_at_grt": "false",
        "final-hold-violation-count": 0,
        "setup_ws_ns": 0.216,
        "relSlewSlack_pct": 77.9,
        "drv_slew": 0,
        "period_used_pct": 91.7,
        "skew_ns": 0.00460,
        "finalCriticalPeriod_ns": 2.38,
        "setup_viol": 0,
        "setup_tns_ns": 0,
    },
    "worst_hold_path": {
        "min_path_cells": 2,
        "hp-class": "reg -> reg",
    },
    "clock_tree": {
        "clk_pin_slew_ns": 0.08,
        "cts_sinks": 24,
        "cts_buffers": 3,
        "clk_latency_ns": 0.26,
        "cts_tree": "done",
        "cts_buffer_depth": 2,
        "postCtsHoldBufs": 0,
        "cts_resized": 0,
        "root_buffer": "clkbuf_8",
        "cts_max_level": 1,
        "cts_setup_buffers": 0,
    },
    "final_layout": {
        "comb_area_um2": 701,
        "layout-drive-gt1-share_pct": 7.53,
        "syn2layout_area_growth_pct": 12.1,
        "flop_area_um2": 495,
        "nFillCells": 629,
    },
    "global_route": {
        "gr-total-overflow": 0,
        "track_usage_pct": 4.56,
        "grt_first_pass_wirelength_mm": 4.05,
        "grt_pass1_vias": 902,
        "grt_max_degree": 14,
        "antenna_found_initial": 0,
    },
    "run_status": {
        "status": "finished, final reports clean",
    },
    "job": {
        "drv_cap": 0,
        "warning_count": 28,
    },
    "placed_design": {
        "gp_congestion": 0.846,
        "io_buffers": 5,
        "pre_cts_ws_ns": 0.408,
        "hpwl_mm": 1.62,
    },
    "power": {
        "internal-power_w": 0.000478,
        "clockPowerShare_pct": 37.4,
        "power_frac_seq_pct": 62.6,
        "ir_worst_vdd_mv": 0.139,
        "p_per_area_nw_per_um2": 417,
        "switching_share_pct": 18.9,
        "p_switching_w": 0.000111,
        "p_leak_nw": 0.508,
        "power_frac_comb_pct": 0,
    },
}
-- kinds of logic (layout without fill, tap and decap cells) --
logic type      Yosys count  after routing
simple gates             64             64
flops                    24             24
compound gates           21             21
buf+inv                  17             17
xor+xnor                 13             13
fa+ha+maj                 5              5
mux                       2              2
-- metrics by stage --
| stage | hold slack (ns) | std cells | power (W) | utilization [%] | cell area (µm²) |
|---|---|---|---|---|---|
| after floorplan | 0.423 | 146 | 0.000378 | - | 1260 |
| after global placement | 0.473 | 217 | 0.000378 | 22.8 | 1370 |
| after detailed placement | 0.472 | 217 | 0.000378 | 22.8 | 1370 |
| after CTS | 0.489 | 221 | 0.000602 | 23.5 | 1410 |
| after global routing | 0.522 | 221 | 0.000615 | 23.6 | 1420 |
| final | 0.482 | 221 | 0.000590 | 23.6 | 1420 |
-- synthesized netlist by cell type (2+ instances only) --
library cell	number
a211oi_1	2
a31oi_1	2
and3_1	5
and4_1	2
buf_2	3
clkbuf_1	5
dfxtp_1	23
ha_1	5
inv_1	8
mux2i_1	2
nand2_1	7
nand3_1	9
nand4_1	9
nor2_1	21
nor3_2	2
o211ai_1	3
o21ai_0	3
o31ai_1	3
or3_1	2
xnor2_1	6
xor2_1	7
-- placed cells by master, fill, tap and decap left out, drive strengths merged, types with 6 or more instances in the layout --
master | synthesis | layout
dfxtp | 23 | 23
inv | 8 | 8
nand2 | 7 | 7
nand3 | 9 | 9
nand4 | 9 | 9
nor2 | 21 | 21
xnor2 | 6 | 6
xor2 | 7 | 7
-- power groups by stage --
stage | sequential, W | clock [W] | combinational [W]
4_1_cts | 0.000369 | 0.000233 | 0.000000000286
5_1_grt | 0.000369 | 0.000246 | 0.000000000286
6_report | 0.000369 | 0.000221 | 0.000000000286
-- state kept, by name (all words and copies together) (netlist names) --
name and cells:
width_counter 11, height_counter 10, is_ray_enabled 1, switch_frame 1, switch_line 1
-- critical path: stages, from the launching register on --
cell             delay (ns)
dfxtp_1                0.40
a21o_1                 0.19
a211oi_1               0.20
o21ai_0                0.14
a211oi_1               0.18
clkdlybuf4s50_1        0.50
-- worst paths after layout --
check,start,endpoint
worst max-delay path,width_counter[2]$_DFF_P_,green_subpixel_voltage
worst min-delay path,switch_frame$_DFF_P_,switch_frame$_DFF_P_
worst max register to register,width_counter[0]$_DFF_P_,is_ray_enabled$_SDFFCE_PP1P_
worst min register to register,switch_frame$_DFF_P_,switch_frame$_DFF_P_
-- layer usage --
layer | global-route usage [%] | vias up | share of wire [%]
met5 | 0 | - | 0
met1 | 6.63 | 420 | 54
met4 | 1.21 | 0 | 0.64
li1 | - | 521 | -
met2 | 6.81 | 10 | 42
met3 | 0.705 | 4 | 3.1
-- layout make-up --
cell class / instances / area share, %
clock buffers: 4 / 3.18
inverters: 8 / 2.12
multi-input cells: 105 / 49.5
flip-flops and latches: 24 / 35.0
well taps: 75 / 6.63
repair buffers: 5 / 3.54
Power figures rest on the tool's default switching activity, not on a simulated workload.
