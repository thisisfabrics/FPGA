==> flow/design.v <==
module directional_vector_for_pixel(
	input [1:0][10:0] instantaneous_beam_position,
	input [2:0][11:0] camera_location,
	input [2:0][11:0] beginnig_pixel_location,
	input [2:0][11:0] pixels_delta_location,
	output logic [2:0][11:0] vector
);
always_comb begin
	vector[0] = camera_location[0] - beginnig_pixel_location[0] - instantaneous_beam_position[1] * pixels_delta_location[0];
	vector[1] = camera_location[1] - beginnig_pixel_location[1] - instantaneous_beam_position[0] * pixels_delta_location[1];
	vector[2] = camera_location[2] - beginnig_pixel_location[2] + instantaneous_beam_position[1] * pixels_delta_location[2];
end
endmodule
==> flow/run.sh <==
#!/bin/bash
# OpenROAD 26Q1-2900-gdf79404cd8, Yosys 0.63+post, stock flow scripts
make -C /OpenROAD-flow-scripts/flow DESIGN_CONFIG=/design/flow/config.mk WORK_HOME=/design/flow/orfs finish
==> flow/config.mk <==
export PLATFORM = sky130hd
export DESIGN_NAME = directional_vector_for_pixel
export DESIGN_NICKNAME = directional_vector_for_pixel
export VERILOG_FILES = /design/flow/design.v
export SDC_FILE = /design/flow/constraint.sdc
export NUM_CORES = 4
export LEC_CHECK = 1
export CORE_UTILIZATION = 50
==> flow/constraint.sdc <==
current_design directional_vector_for_pixel

set clk_period 8.6
set clk_io_pct 0.2

create_clock -name clk0 -period $clk_period

set non_clock_inputs [all_inputs -no_clocks]
set_input_delay [expr $clk_period * $clk_io_pct] -clock clk0 $non_clock_inputs
set_output_delay [expr $clk_period * $clk_io_pct] -clock clk0 [all_outputs]
==> results.cfg <==
; generated from flow reports
[drt]
vias = 6924
wire_per_inst_um = 12.1
drc_errors = 0
finalWirelength_mm = 18.3
drtIter0Drc = 174
firstDrtPassIters = 4
final_antenna_net_count = 0
routed_via_density = 4.57

[min_path]
hold_path.class = input port to output pin
hold_depth = 3
min-delay-start = camera_location[14]
min_to = vector[12]

[cells_and_area]
clockBufferCount = 0
ff_count = 0
fillerInstances = 1528
layout.cells.non_filler = 1514
seq_area_um2 = 0
drive_gt1_share_pct = 7.76
synthToLayoutAreaGrowth_pct = 28.0

[synthesis]
syn_area_um2 = 8970
synth_cell_type_count = 39
ys_sh_simple_pct = 15.6
synth_chip_area_um2 = 8970
mux_share_pct = 0.112
area_leaders = fa_1 40%, ha_1 16%, inv_1 13%, and2_1 7.9%, xnor2_1 6.9%
ys_seq_share_pct = 0
ys_warn_count = 1
ys_sh_xor_pct = 9.74
ys_cells = 1070
logic_family = adder cells
adder_share_pct = 56.2
aoi_share_pct = 4.30
avgSynthCellArea_um2 = 8.38
synthCells = 1070
top_cell_area_share_pct = 39.7
largest_area_cell = fa_1

[final_timing]
relSlewSlack_pct = 72.1
hold_violations = 0
tightest_slew_ns = 0.417
period_needed_ns = 8.36
period_used_pct = 97.2
fmax_mhz = 120
timing.final.max_slew_violations = 0
rsz0062_at_grt = false
hold_ws_ns = 4.49
setup_viol = 0

[critical_path]
critPathKind = input port to output pin
path_buffers = 7
critPathCaptureType = output pin
cpMaxStageDelayCell = fa_1
cpPeakStageDelay_ns = 0.56
cp.arrival_ns = 6.64
start_kind = input port
cp_max_fo = 4
crit_path_frequent_cell = fa_1
cp.required_ns = 6.88
cp_top_family = adder cells
crit_chain = clkdlybuf4s50_1, nand2_1, fa_1, inv_1, fa_1, inv_1, fa_1, fa_1, inv_1, fa_1, inv_1, ha_1, buf_4, nand2_1, o21ai_0, o41ai_2, o21ai_1, xnor2_1, clkdlybuf4s50_1

[floorplan]
fp.dieW_um = 136
core-area_um2 = 17400
top_level_ports = 166
die_h_um = 136
row_count = 48
die_area_um2 = 18500
initial_utilization_pct = 51.5

[global_routing]
grt_pass1_wl_mm = 32.7
overflow = 0
grt_pass1_vias = 7209
grt_start_max_net_pins = 17
antenna_found_initial = 1
track_usage_pct = 23.5

[power_and_ir_drop]
max-vdd-ir-drop_mv = 0.795
powerDensity_nw_per_um2 = 377
p_leak_nw = 6.13

[place]
gp_congestion = 0.913
port_buffers = 166
hpwlAfterDp_mm = 17.0
dp_cells = 1513

[run]
warnings = 41
max-cap-violations = 0

[clocking]
cts_setup_buffers = 0

[outcome]
status = complete, no violations
cell type report:
| type | instances | area [µm²] | share of cell area, % |
|---|---|---|---|
| tap | 225 | 282 | 2.45 |
| timing repair buffer | 241 | 2250 | 19.6 |
| multi-input combinational | 734 | 7780 | 67.7 |
| antenna | 1 | 2.50 | 0.0218 |
| inverter | 313 | 1170 | 10.2 |
how the worst max path moves through the flow:
stage | endpoint | from | cells after the start | slack [ns]
5_1_grt | vector[35] | pixels_delta_location[27] | 20 | 0.002
6_report | vector[11] | pixels_delta_location[6] | 19 | 0.24
4_1_cts | vector[11] | instantaneous_beam_position[11] | 19 | 0.01
per-layer routing:
| layer | track usage [%] | up-vias | share of wire, % |
|---|---|---|---|
| met5 | 0 | - | 0 |
| met4 | 1.54 | 0 | 0.69 |
| met3 | 3.65 | 10 | 5.7 |
| met2 | 35.7 | 180 | 44 |
| met1 | 39.6 | 3185 | 50 |
| li1 | - | 3549 | - |
tightest hold or removal path, stage by stage:
cell	delay, ns
clkdlybuf4s50_1	0.57
xor2_1	0.09
clkdlybuf4s50_1	0.39
synth_stat cells, drive strengths merged (6+ instances only):
| library cell | instances |
|---|---|
| clkbuf | 19 |
| inv | 313 |
| nor2 | 20 |
| nor3 | 6 |
| o21ai | 14 |
| fa | 178 |
| nand2b | 6 |
| a21oi | 19 |
| xor2 | 21 |
| xnor2 | 71 |
| nand2 | 124 |
| ha | 118 |
| and2 | 118 |
cell usage in the layout (no fill, tap or decap), types with 5 or more instances in the layout:
master             n
nand2_1          122
ha_1             117
inv_1            313
xor2_1            21
o21a_1             5
clkdlybuf4s50_1  135
o21ai_0           10
and2_1           114
nand2b_1           6
nor2_1            20
dlymetal6s2s_1    20
a21oi_1           18
nor3_1             6
xnor2_1           68
buf_4             72
fa_1             178
clkbuf_2           7
per-stage QoR:
step                setup WS, ns  utilization (%)  instance area [µm²]  setup TNS, ns  total power [mW]
floorplan                  0.779                -                 8970              0              2.19
global placement          -0.308             65.4                11400         -0.588              4.22
detailed placement        -0.328             65.4                11400         -0.631              4.23
CTS                       0.0126             65.4                11400              0              4.29
global route             0.00188             65.9                11500              0              4.94
finish                     0.237             65.9                11500              0              4.33
power breakdown:
part / switching (mW) / leakage (nW) / internal, mW
Clock: 0 / 0.00000634 / 0.0000000155
Combinational: 1.74 / 6.13 / 2.58
Sequential: 0 / 0 / 0
cells by family after synthesis:
group,after synthesis
xor gates and xnor gates,95
muxes,1
and+or+nand+nor,281
AOI/OAI and AO/OA,61
buffers and inverters,336
adders and majority gates,296
what timing repair did:
item,CTS,global route
hold buffers,0,0
resized,15,51
pin swaps,2,11
setup endpoints to repair,6,13
Power and IR drop assume default switching activity.
